[flow/config.mk]
export PLATFORM = sky130hd
export DESIGN_NAME = v2_OpCentricQueue
export DESIGN_NICKNAME = v2_OpCentricQueue
export VERILOG_FILES = /design/flow/design.v
export SDC_FILE = /design/flow/constraint.sdc
export NUM_CORES = 4
export LEC_CHECK = 1
export CORE_UTILIZATION = 30
export SYNTH_HDL_FRONTEND = slang
[flow/constraint.sdc]
current_design v2_OpCentricQueue

set clk_period 121.6
set clk_io_pct 0.2

create_clock -name clk0 -period $clk_period [get_ports {clk}]

set non_clock_inputs [all_inputs -no_clocks]
set_input_delay [expr $clk_period * $clk_io_pct] -clock clk0 $non_clock_inputs
set_output_delay [expr $clk_period * $clk_io_pct] -clock clk0 [all_outputs]
[flow/design.v]
module v2_CtrlUnit
#(
  parameter p_depth    = 32,
  parameter p_ptrwidth = $clog2(p_depth),
  parameter p_bitwidth = 32
)(
  input logic clk,
  input logic rst,
  input  logic                  enq_back_req,
  output logic                  enq_back_cpl,
  input  logic [p_bitwidth-1:0] enq_back_data,
  input  logic                  enq_front_req,
  output logic                  enq_front_cpl,
  input  logic [p_bitwidth-1:0] enq_front_data,        
  input  logic                  deq_front_req,
  output logic                  deq_front_cpl,
  output logic [p_bitwidth-1:0] deq_front_data,
  input  logic                  deq_back_req,
  output logic                  deq_back_cpl,
  output logic [p_bitwidth-1:0] deq_back_data,
  output logic                  wr_data    [p_depth],
  output logic [p_bitwidth-1:0] wr_data_in,
  output logic [1:0]            shift_en   [p_depth],
  input  logic [p_bitwidth-1:0] data_out   [p_depth]
);
  logic [p_ptrwidth-1:0] tail;
  logic                  empty;
  logic                  full;
  assign                 full = (tail == p_ptrwidth'(0));
  logic enq_back_en, enq_front_en, deq_front_en, deq_back_en;
  task automatic op_en (
    input logic l_enq_back_en,
    input logic l_enq_front_en,
    input logic l_deq_back_en,
    input logic l_deq_front_en
  );
    enq_back_en   = l_enq_back_en;
    enq_front_en  = l_enq_front_en;
    deq_back_en   = l_deq_back_en;
    deq_front_en  = l_deq_front_en;
  endtask
  always_comb begin
    if (enq_back_req && !full)        op_en(1'b1, 1'b0, 1'b0, 1'b0);
    else if (enq_front_req && !full)  op_en(1'b0, 1'b1, 1'b0, 1'b0);
    else if (deq_back_req && !empty)  op_en(1'b0, 1'b0, 1'b1, 1'b0);
    else if (deq_front_req && !empty) op_en(1'b0, 1'b0, 1'b0, 1'b1);
    else                              op_en(1'b0, 1'b0, 1'b0, 1'b0);
  end
  always_ff @(posedge clk) begin
    if (rst) begin
      tail <= p_ptrwidth'(p_depth-1);
      empty <= 1'b1;
    end else begin
      if (enq_back_en) begin
        if (!empty) tail <= tail - p_ptrwidth'(1);
        else empty <= 1'b0;
      end else if (deq_front_en) begin
        if (tail != p_depth-1) tail <= tail + p_ptrwidth'(1);
        else empty <= 1'b1;
      end else if (enq_front_en) begin
        if (!empty) tail <= tail - p_ptrwidth'(1);
        else empty <= 1'b0;
      end else if (deq_back_en) begin
        if (tail != p_depth-1) tail <= tail + p_ptrwidth'(1);
        else empty <= 1'b1;
      end
    end
  end
  task op_cpl (
    input logic l_enq_back_cpl,
    input logic l_enq_front_cpl,
    input logic l_deq_back_cpl,
    input logic l_deq_front_cpl
  );
    enq_back_cpl  <= l_enq_back_cpl;
    enq_front_cpl <= l_enq_front_cpl;
    deq_back_cpl  <= l_deq_back_cpl;
    deq_front_cpl <= l_deq_front_cpl;
  endtask;
  always_ff @(posedge clk) begin
    if (rst) begin
      op_cpl(1'b0, 1'b0, 1'b0, 1'b0);
      deq_front_data <= p_bitwidth'(0);
    end else begin
      if (enq_back_en) begin
        op_cpl(1'b1, 1'b0, 1'b0, 1'b0);
      end else if (enq_front_en) begin
        op_cpl(1'b0, 1'b1, 1'b0, 1'b0);
      end else if (deq_back_en) begin
        op_cpl(1'b0, 1'b0, 1'b1, 1'b0);
        deq_back_data  <= data_out[tail];
      end else if (deq_front_en) begin
        op_cpl(1'b0, 1'b0, 1'b0, 1'b1);
        deq_front_data <= data_out[p_depth-1];
      end else begin
        op_cpl(1'b0, 1'b0, 1'b0, 1'b0);
      end
    end
  end
  always_comb begin
    if (rst) begin
      for (int i = 0; i < p_depth; i++) begin
        wr_data[i]    = 1'b0;
        shift_en[i]   = 2'b00;
      end
      wr_data_in = p_bitwidth'(0);
    end else if (enq_back_en) begin
      for (int i = 0; i < p_depth; i++) begin
        wr_data[i]    = (i == tail-(!empty));
        shift_en[i]   = 2'b00;
      end
      wr_data_in = enq_back_data;
    end else if (enq_front_en) begin
      for (int i = 0; i < p_depth; i++) begin
        wr_data[i]    = (i == p_depth-1);
        shift_en[i]   = (i >= tail-1 ? 2'b10 : 2'b00);
      end
      wr_data_in = enq_front_data;
    end else if (deq_back_en) begin
      for (int i = 0; i < p_depth; i++) begin
        wr_data[i]    = 1'b0;
        shift_en[i]   = 1'b0;
      end
      wr_data_in = p_bitwidth'(0);
    end else if (deq_front_en) begin
      for (int i = 0; i < p_depth; i++) begin
        wr_data[i]    = 1'b0;
        shift_en[i]   = (i >= tail ? 2'b01 : 2'b00);
      end
      wr_data_in = p_bitwidth'(0);
    end else begin
      for (int i = 0; i < p_depth; i++) begin
        wr_data[i]    = 1'b0;
        shift_en[i]   = 2'b00;
      end
      wr_data_in = p_bitwidth'(0);
    end
  end
endmodule
module v2_MultiInReg
#(
  parameter p_bitwidth = 32
)(
  input logic clk,
  input logic rst,
  input  logic                  wr_data,
  input  logic [p_bitwidth-1:0] wr_data_in,
  input  logic [1:0]            shift_en,
  input  logic [p_bitwidth-1:0] shift_fwd_data_in,
  input  logic [p_bitwidth-1:0] shift_rev_data_in,
  output logic [p_bitwidth-1:0] data_out
);
  always @(posedge clk) begin
    if (rst) begin
      data_out <= p_bitwidth'(0);
    end else begin
      if (wr_data) begin
        data_out <= wr_data_in;
      end else begin
        case (shift_en)
          2'b00: data_out <= data_out;
          2'b01:  data_out <= shift_fwd_data_in;
          2'b10:  data_out <= shift_rev_data_in;
          default:    data_out <= data_out;
        endcase
      end
    end
  end
endmodule
module v2_RegCollection
#(
  parameter p_depth    = 32,
  parameter p_idwidth  = $clog2(p_depth),
  parameter p_bitwidth = 32
)(
  input logic clk,
  input logic rst,
  input  logic                  wr_data    [p_depth],
  input  logic [p_bitwidth-1:0] wr_data_in,
  input  logic [1:0]            shift_en   [p_depth],
  output logic [p_bitwidth-1:0] data_out   [p_depth]
);
  logic [p_bitwidth-1:0] internal_conn [p_depth+2];
  assign internal_conn[0]         = p_bitwidth'(0);  
  assign internal_conn[p_depth+1] = p_bitwidth'(0);  
  genvar i;
  generate
    for(i = 0; i < p_depth; i++) begin : reg_gen
      assign data_out[i] = internal_conn[i+1];
      v2_MultiInReg #(
        .p_bitwidth (p_bitwidth)
      ) dpath_reg (
        .clk               (clk),
        .rst               (rst),
        .wr_data           (wr_data[i]),
        .wr_data_in        (wr_data_in),
        .shift_en          (shift_en[i]),
        .shift_fwd_data_in (internal_conn[i]),
        .shift_rev_data_in (internal_conn[i+2]),
        .data_out          (internal_conn[i+1])
      );
    end
  endgenerate
endmodule
module v2_OpCentricQueue # (
  parameter p_depth    = 64,
  parameter p_bitwidth = 32
)(
  input logic clk,
  input logic rst,
  input  logic                  enq_back_req,
  output logic                  enq_back_cpl,
  input  logic [p_bitwidth-1:0] enq_back_data,
  input  logic                  enq_front_req,
  output logic                  enq_front_cpl,
  input  logic [p_bitwidth-1:0] enq_front_data,        
  input  logic                  deq_front_req,
  output logic                  deq_front_cpl,
  output logic [p_bitwidth-1:0] deq_front_data,
  input  logic                  deq_back_req,
  output logic                  deq_back_cpl,
  output logic [p_bitwidth-1:0] deq_back_data
);
  logic                  wr_data    [p_depth];
  logic [p_bitwidth-1:0] wr_data_in;
  logic [1:0]            shift_en   [p_depth];
  logic [p_bitwidth-1:0] data_out   [p_depth];
  v2_CtrlUnit #(
    .p_depth    (p_depth),
    .p_ptrwidth ($clog2(p_depth)),
    .p_bitwidth (p_bitwidth)
  ) ctrl_unit (
    .*
  );
  v2_RegCollection #(
    .p_depth    (p_depth),
    .p_bitwidth (p_bitwidth)
  ) reg_collection (
    .*
  );
endmodule
[flow/run.sh]
#!/bin/bash
# OpenROAD 26Q1-2900-gdf79404cd8, Yosys 0.63+post, stock flow scripts
make -C /OpenROAD-flow-scripts/flow DESIGN_CONFIG=/design/flow/config.mk WORK_HOME=/design/flow/orfs finish
==> reports/qor.yml <==
clk_pin_slew_ps: 60
mostFrequentLayoutCells: "dfxtp_1, nand2_1, a221o_1"
ys_area_um2: 109000
synth_top_area_share_pct: 38.5
power.static_leakage_uw: 0.0413
cp-end-kind: "flip-flop"
worstSkewPairLatency_ps: 970
ys.flops: 2123
overflow: 0
cts_buffers: 235
slowest_stage: "buf_4"
drive_gt1_share_pct: 17.8
hpwl_mm: 406
path_cells: "buf_2, inv_2, buf_4, a2111o_1, buf_4, nor3_4, buf_4, buf_4, and2_2, buf_4, nor4_4, buf_4, a221o_1"
crit_path_start_kind: "input port"
clock_skew_ps: 100
syn_area_um2: 109000
report.final.hold_viol_count: 0
routedWlPerCell_um: 41.5
final-setup-viol-count: 0
warnings: 36
antenna_found_initial: 52
die_area_um2: 365000
maxSlewViolCount: 12
worst-setup-path-type: "in -> reg"
grt_pass1_wl_mm: 880
worstMarginPinSlew_ps: 1540
whs_ps: 457
ios: 138
avgSynthCellArea_um2: 10.1
synth_top_cell_by_area: "dfxtp_1"
drt_first_pass_iters: 14
path_max_fanout: 40
synth_warnings: 0
lay_top_count: "dfxtp_1"
port_buffers: 137
outcome: "complete, but fails checks"
ant_nets: 0
grt_max_degree: 107
fp_util_pct: 30.2
async_reset_ff_share_pct: 0
fmax_mhz: 35.8
hold_path_end: "ctrl_unit.deq_front_data[22]$_SDFFE_PP0P_"
edf_count: 32
peakVddDrop_mv: 0.0128
finalCritPeriodShare_pct: 22.9
die_w_um: 604
layout_min_cycle_time_ps: 27900
area_leaders: "dfxtp_1, mux4_2, a221o_1"
area_growth_pct: 15.4
slowest_delay_ps: 720
critPathArrivalTime_ps: 28700
min_path_type: "reg -> reg"
hold_buffers: 0
wl_mm: 642
clockBufferDepth: 4
r2r-start: "ctrl_unit.tail[0]$_SDFFE_PP1P_"
ff_type: "dfxtp_1"
num_vias: 115000
cp_common_cell: "buf_4"
relSlewSlack_pct: -2.51
numClockSinks: 2123
drt-initial-drc-count: 19900
ys_seq_share_pct: 39.3
die_y_um: 604
synth_cells: 10700
r2r_cells: 14
gp_congestion: 1.08
drc_errors: 0
grt_pass1_vias: 110000
p_per_area_nw_per_um2: 12.9
coreArea_um2: 360000
max-cap-violations: 1
setup_tns_ps: 0
cts_tree: "done"
cp.required_ps: 122400
postCtsSetupBuffers: 0
cts.repair.resized: 0
violations: "capacitance limit, slew limit"
h-tree-depth: 4
cts_root_buf: "clkbuf_16"
r2r_setup_slack_ps: 115440
hold_depth: 2
ys_cells: 10700
grt_usage_pct: 35.1
viasPerCell: 7.42
synthDistinctLibCells: 107
rows: 220
rsz0062_at_grt: "false"
holdCritStartpoint: "ctrl_unit.deq_front_data[22]$_SDFFE_PP0P_"
cells by family (layout without fill, tap and decap cells):
| kind of cell | Yosys count | after routing | share of synthesized area, % |
|---|---|---|---|
| AND-OR/OR-AND | 4274 | 4274 | 33.0 |
| XOR/XNOR | 10 | 10 | 0.0874 |
| buffers and inverters | 1436 | 1341 | 5.34 |
| multiplexers | 735 | 735 | 13.5 |
| flip-flops | 2123 | 2123 | 39.3 |
| AND/OR/NAND/NOR | 2140 | 2140 | 8.60 |
| other | 0 | 45 | 0 |
| adder cells (fa/ha/maj) | 11 | 11 | 0.120 |
synthesized netlist by cell type (7+ instances only):
master	instances
o221ai_1	32
a221oi_1	45
a21oi_1	675
edfxtp_1	32
o22ai_1	55
a22o_1	807
a2111oi_0	33
a211oi_1	45
mux4_2	588
nor4_2	17
buf_1	64
clkbuf_1	903
nor2b_1	10
a31oi_1	112
nand4_1	7
a222oi_1	833
o21ai_0	254
and3_1	31
a32o_1	67
or2_2	16
o211ai_1	7
a2111oi_4	7
a32oi_1	36
dfxtp_1	2091
nand2_1	1168
nand3_1	181
buf_4	9
o21ai_1	72
inv_1	171
nand2b_1	10
mux2i_1	147
nor3_2	11
nand3b_1	66
o221ai_2	10
a2111oi_2	23
a22oi_1	97
xnor2_1	9
nor2_1	489
and2_1	40
ha_1	8
nor3_1	43
buf_2	280
a221o_1	993
per-layer routing:
layer,part of all wire [%],global-route usage (%)
met1,32,39.2
met2,38,45.0
met3,19,23.7
met4,11,29.8
met5,0.27,3.40
critical path: cells and delay by family:
family,cells,cell delay [ps]
AND/OR/NAND/NOR,3,480
AND-OR/OR-AND,2,750
buffers and inverters,8,3010
sequential cells by signal, indices dropped and copies added, names as in the netlist:
| signal | count |
|---|---|
| ctrl_unit.enq_back_cpl | 1 |
| ctrl_unit.deq_back_data | 32 |
| ctrl_unit.deq_back_cpl | 1 |
| ctrl_unit.empty | 1 |
| ctrl_unit.tail | 6 |
| reg_collection.reg_gen.dpath_reg.data_out | 2048 |
| ctrl_unit.enq_front_cpl | 1 |
| ctrl_unit.deq_front_data | 32 |
| ctrl_unit.deq_front_cpl | 1 |
power breakdown:
| part | switching, uW | internal, uW |
|---|---|---|
| Clock | 322 | 415 |
| Sequential | 7.11 | 701 |
| Combinational | 138 | 41.9 |
area by class of cell:
type                       count  area, um^2
timing repair buffer         751        6090
clock inverter                62         643
inverter                     175         668
fill                       35700      234000
multi-input combinational   7170       62300
clock buffer                 353        6980
sequential                  2123       42800
tap                         4773        5970
antenna                       45         113
worst max-delay path by stage:
stage             from        end  slack [ps]  cells after the start
4_1_cts   enq_back_req  flip-flop       93940                     10
6_report  enq_back_req  flip-flop       93700                     13
5_1_grt   enq_back_req  flip-flop       93700                     10
through the flow:
step           setup WS [ps]  cell area, um^2  instances  utilization [%]  total power (uW)
2_1_floorplan          95090           109000      10700                -               799
3_3_place_gp           93070           118000      15000             32.7               888
3_5_place_dp           92990           118000      15000             32.7               888
4_1_cts                93940           125000      15400             34.9              1600
5_1_grt                93700           126000      15400             34.9              1640
6_report               93700           126000      15500             34.9              1620
No activity file was given, so power comes from the tool's default toggle rates.
